==> design/flow/design.v <==
module lfsr_short (
    input clk,
    input reset,
    input sym_clk_ena,
    output reg [1:0] lfsr_out,
    output reg rollover
);
reg lfsr_feedback;
reg [14:0] lfsr_reg;
reg [12:0] rollover_count;
always @(posedge clk)
	if(reset)
		rollover_count <= 13'd0;
	else if(sym_clk_ena == 1'b1)
		rollover_count <= rollover_count + 13'd1;
	else if(rollover_count == 13'd2048)
		begin
		rollover <= 1'b1;
		rollover_count <= 13'd0;
		end
	else
		begin
			rollover <= 1'b0;
			rollover_count <= rollover_count;
		end
always @ *
    lfsr_feedback <= lfsr_reg[0] ^ lfsr_reg[14];
always @ (posedge clk)
    if (reset)
        lfsr_reg <= 15'H7FFF;
    else
        lfsr_reg <= {lfsr_feedback, lfsr_reg[14:1]};
reg [6:0] test_counter;
always @ (posedge sym_clk_ena)
    if (reset)
        test_counter <= 1'b0;
    else
        test_counter <= test_counter + 1'b1;
always @ (posedge clk)
    if (reset) begin
        lfsr_out <= 2'b11;
    end
    else if (sym_clk_ena)	 
        lfsr_out <= lfsr_reg[1:0];
endmodule
==> design/flow/run.sh <==
#!/bin/bash
# OpenROAD 26Q1-2900-gdf79404cd8, Yosys 0.63+post, stock flow scripts
make -C /OpenROAD-flow-scripts/flow DESIGN_CONFIG=/design/flow/config.mk WORK_HOME=/design/flow/orfs finish
==> design/flow/config.mk <==
export PLATFORM = sky130hd
export DESIGN_NAME = lfsr_short
export DESIGN_NICKNAME = lfsr_short
export VERILOG_FILES = /design/flow/design.v
export SDC_FILE = /design/flow/constraint.sdc
export NUM_CORES = 4
export LEC_CHECK = 1
export CORE_AREA = 10 10 91 91
export DIE_AREA = 0 0 101 101
==> design/flow/constraint.sdc <==
current_design lfsr_short

set clk_period 2.3
set clk_io_pct 0.2

create_clock -name clk0 -period $clk_period [get_ports {clk}]

set non_clock_inputs [all_inputs -no_clocks]
set_input_delay [expr $clk_period * $clk_io_pct] -clock clk0 $non_clock_inputs
set_output_delay [expr $clk_period * $clk_io_pct] -clock clk0 [all_outputs]
==> metrics.yaml <==
sta:
  slew_headroom_pct: 70.2
  finalSetupViolCount: 0
  fin_skew_ps: 4.96
  finalCriticalPeriod_ps: 1660
  clock.fmax_ghz: 0.602
  worst_pin_slew_ps: 440
  rsz0062_at_grt: "false"
  slew_viol_final: 0
  hold_viol: 0
  setup_tns_ps: 0
  post-route-period-util_pct: 72.2
  setup_slack_ps: 639
  worst_hold_slack_ps: 409
yosys:
  yosys.area_share.xor_xnor_pct: 6.68
  ys_area_um2: 1180
  ys_seq_share_pct: 53.4
  numSynthFlops: 31
  synthArstFlopShare_pct: 0
  compound_area_share_pct: 6.47
  synthDistinctLibCells: 32
  synth_cells: 119
  simple_gate_share_pct: 27.3
  edf_count: 1
  top_logic_kind: "simple AND/OR/NAND/NOR gates"
  syn_area_per_cell_um2: 9.91
  synth.area.mux_share_pct: 0.848
  netlist_area_um2: 1180
  yosysWarnings: 1
  ys.flop_type: "dfxtp_1"
  yosys_cells: 119
  ys_sh_adder_pct: 2.12
critical_path:
  critPathCaptureType: "register"
  setup.reg_to_reg.worst_slack_ps: 670
  worstSetupPathType: "input pin to register"
  cpMaxStageDelayCell: "clkdlybuf4s50_1"
  path_cells: "clkdlybuf4s50_1, nand4_1, or4_4, or2_0, a21oi_2"
  regToRegEndpoint: "rollover_count[11]$_SDFFE_PP0P_"
  cp.required_ps: 2510
  critical_path.max_stage_delay_ps: 480
  cp-startpoint: "sym_clk_ena"
  setup.worst_path.end: "rollover_count[11]$_SDFFE_PP0P_"
  reg2reg_depth: 4
  r2r_start: "rollover_count[2]$_SDFFE_PP0P_"
  critical_path.max_fanout: 3
  critical_path.startpoint_type: "input pin"
  arrival_ps: 1870
place:
  dp_hpwl_um: 1280
  io_buffers: 5
  dp_worst_setup_slack_ps: 367
  place.gp.congestion: 0.827
clock_network:
  post_cts_buffers: 0
  cts_hold_buf: 0
  cts_buffer_depth: 2
  root_buffer: "clkbuf_8"
  clock-sinks: 31
  htree_levels: 2
  clk_pin_slew_ps: 70
  cts-buffers-inserted: 5
  insertion_delay_ps: 280
  tritoncts: "done"
  cts_resized: 0
flow_run:
  cap_violations: 0
  tool_warnings: 26
cells_and_area:
  final-comb-area_um2: 512
  n_fill_cell: 659
  largest_register_ffs: 15
  layout_top_cells: "dfxtp_1 (30), or2_2 (14), nor2_1 (11)"
  drive_above_1_share_pct: 23.1
  final-seq-area_um2: 631
  final_common_cell: "dfxtp_1"
  final_core_util_pct: 22.6
  syn_to_final_growth_pct: 21.8
global_routing:
  overflow: 0
  gr-usage-all-layers_pct: 4.28
  antenna_found_initial: 0
  grt_max_degree: 27
  top_usage_layer: "met1"
  grt_use_met1_pct: 6.29
  use_met2_pct: 5.21
  use_met3_pct: 2.49
  grt_pass1_vias: 769
  grt_pass1_wl_um: 3600
drt:
  wl_per_cell_um: 9.82
  n_antenna_cell: 0
  drc_errors: 0
  via_per_inst: 3.88
  wirelength_um: 2030
  vias: 804
  ant_nets: 0
  first_pass_iters: 4
  drt_iter0_markers: 30
power:
  leakage_nw: 0.506
  internal_power_w: 0.000847
  p_switching_w: 0.000232
  vdd_drop_max_mv: 0.428
  cellPowerDensity_nw_per_um2: 751
  comb_power_share_pct: 3.9
  p_seq_share_pct: 51.4
  fin_total_pwr_w: 0.00108
  switching_share_pct: 21.5
  p_clk_share_pct: 44.6
floorplanning:
  die-width_um: 101
  io_pins: 6
  num_rows: 29
  die_area_um2: 10200
  core-area_um2: 6350
  die_h_um: 101
  fp-utilization_pct: 18.6
outcome:
  outcome: "finished clean"
hold_path:
  hp-class: "register to register"
## critical path: cells and delay by family
family	cells	cell delay [ps]
buf+inv	1	480
compound gates	1	130
simple gates	3	810
## final cells by class
cell class	instances	area share, %
Clock buffer	6	6.53
Clock inverter	2	0.957
Inverter	5	1.31
Multi-Input combinational cell	78	35.6
Sequential cell	31	43.9
Tap cell	77	6.70
Timing Repair Buffer	8	5.05
## power groups by stage
stage     sequential, W  combinational [W]  clock (W)
4_1_cts        0.000555          0.0000430   0.000495
5_1_grt        0.000556          0.0000484   0.000528
6_report       0.000555          0.0000426   0.000481
## cell families (layout without fill, tap and decap cells)
| kind of cell | count (synthesis) | in the layout |
|---|---|---|
| adder cells (fa/ha/maj) | 2 | 2 |
| AND/OR/NAND/NOR | 55 | 55 |
| buffers and inverters | 10 | 21 |
| multiplexers | 1 | 1 |
| XOR/XNOR | 9 | 9 |
| AND-OR/OR-AND | 11 | 11 |
| flip-flops | 31 | 31 |
## per-stage QoR
stage	instance area, µm²	cells
4_1_cts	1440	207
2_1_floorplan	1180	119
5_1_grt	1440	207
3_5_place_dp	1330	199
3_3_place_gp	1330	199
6_report	1440	207
## layer usage
metal  wire length [µm]  vias to the layer above  part of all wire (%)
met5                  0                        -                     0
met4                 25                        0                   1.2
met3                158                        2                   7.8
met2                743                       15                    37
met1               1110                      364                    54
li1                   -                      423                     -
## cell usage after synthesis, drive strengths merged (2+ instances only)
master | n | area share [%]
nor4b | 2 | 1.5
xnor2 | 4 | 3.0
clkbuf | 5 | 1.6
or2 | 15 | 8.0
xor2 | 5 | 3.7
nor3 | 3 | 1.3
nor4 | 2 | 1.1
nand3 | 5 | 2.1
a21oi | 5 | 2.4
inv | 5 | 1.6
nand4 | 5 | 3.2
a211o | 2 | 1.5
dfxtp | 30 | 51
nor2 | 11 | 3.5
nor2b | 2 | 1.1
ha | 2 | 2.1
and3 | 2 | 1.2
nand2b | 2 | 1.1
nand2 | 3 | 0.95
## worst min path at each step
| stage | start | to | slack, ps | cells after the start |
|---|---|---|---|---|
| CTS | lfsr_reg[9]$_SDFF_PP1_ | lfsr_reg[8]$_SDFF_PP1_ | 410 | 1 |
| global route | lfsr_reg[13]$_SDFF_PP1_ | lfsr_reg[12]$_SDFF_PP1_ | 430 | 1 |
| finish | lfsr_reg[9]$_SDFF_PP1_ | lfsr_reg[8]$_SDFF_PP1_ | 410 | 1 |
Power is estimated from default activity; no workload was simulated.
