==> flow/design.v <==
module lfsr (
    input clk,
    input reset,
    input sym_clk_ena,
    output reg [1:0] lfsr_out, lfsr_out_q,
    output wire rollover
);
reg lfsr_feedback;
reg [21:0] lfsr_reg;
assign rollover = lfsr_reg == 22'H3FFFFF;
always @ *
    lfsr_feedback <= lfsr_reg[1] ^ lfsr_reg[0];
always @ (posedge clk)
    if (reset)
        lfsr_reg <= 22'H3FFFFF;
    else
        lfsr_reg <= {lfsr_feedback, lfsr_reg[21:1]};
reg [6:0] test_counter;
always @ (posedge sym_clk_ena)
    if (reset)
        test_counter <= 1'b0;
    else
        test_counter <= test_counter + 1'b1;
always @ (posedge clk)
    if (reset) begin
        lfsr_out <= 2'b11;
		lfsr_out_q <= 2'b11;
    end
    else if (sym_clk_ena)	 
		begin
        lfsr_out <= lfsr_reg[1:0];
		lfsr_out_q <= lfsr_reg[3:2];
		end
endmodule
==> flow/run.sh <==
#!/bin/bash
# OpenROAD 26Q1-2900-gdf79404cd8, Yosys 0.63+post, stock flow scripts
make -C /OpenROAD-flow-scripts/flow DESIGN_CONFIG=/design/flow/config.mk WORK_HOME=/design/flow/orfs finish
==> flow/config.mk <==
export PLATFORM = sky130hd
export DESIGN_NAME = lfsr
export DESIGN_NICKNAME = lfsr
export VERILOG_FILES = /design/flow/design.v
export SDC_FILE = /design/flow/constraint.sdc
export NUM_CORES = 4
export LEC_CHECK = 1
export CORE_AREA = 10 10 87 87
export DIE_AREA = 0 0 97 97
==> flow/constraint.sdc <==
current_design lfsr

set clk_period 1.5
set clk_io_pct 0.2

create_clock -name clk0 -period $clk_period [get_ports {clk}]

set non_clock_inputs [all_inputs -no_clocks]
set_input_delay [expr $clk_period * $clk_io_pct] -clock clk0 $non_clock_inputs
set_output_delay [expr $clk_period * $clk_io_pct] -clock clk0 [all_outputs]
==> changes_impl.md <==
### Implementation results

- Rows: 27
- Leak: approximately 0.00037 uW
- Setup TNS: -0.326 ns
- Achievable Freq: 548 MHz
- Floorplan utilization: around 14%
- Avg WL per Cell: between 7 and 8 um
- Violated checks: negative setup slack
- Clock root cell: clkbuf_8
- RSZ-0062 raised after global routing: yes
- Dpl cell area: 977 sq um
- Crit path DRT: 1.20 ns
- Clk slew on worst S/H paths: 0.08 ns
- Final core occ: 18.3%
- Area grow syn2layout: 29.9%
- Core area: 0.00564 sq mm
- First-pass GRT wire length: 2.02 mm
- CTS tree: done
- FF-to-FF End: lfsr_reg[21]$_SDFF_PP1_
- Slew of the pin with the lowest slew margin: 0.276 ns
- Vias/cell: slightly above 3
- Die area: 0.00941 sq mm
- Max reg flops: 22
- GPL Wtd Cong: just over 0.7
- DP HPWL: between 800 and 900 um
- CTS buffer count: 3
- Post-layout worst setup margin: -0.326 ns
- DR vias: 460
- Worst slack, placed: -0.539 ns
- Post-synth top area share: 65.5%
- Port buffer count: 7
- Logic area: 269 sq um
- Clock sink total: 26
- Gate Count Post-Synth: 67
- Worst-case clock buffer depth: 2
- Cts hold-fix bufs: 0
- Die Span X: 97 um
- Cycle use final: 122%
- PwrDens: 1150 mW/mm^2
- GRT Resource Usage Total: 2.48%
- Flop area: between 500 and 600 sq um
- Layout cell share with drive strength beyond 1: between 20 and 25%
- DR iter-0 viols: 13
- Crit path DAT: 1.53 ns
- Synth Flop Type: dfxtp_1
- Drt first pass iters: 2
- Drc violations: 0
- CP Class: reg -> out
- Detailed Route WL: 1.21 mm
- Top cells, area: dfxtp_1 66%, or2_1 15%, a211o_1 3.3%, nand4_1 3.1%, nor2b_1 3.1%
- Worst hold margin: between 0.4 and 0.5 ns
- Startpoint types: flip-flop
- Hold Path End: lfsr_reg[17]$_SDFF_PP1_
- Filler instances: 607
- Reg-to-reg startpoint: lfsr_reg[1]$_SDFF_PP1_
- Syn. warnings: 1
- Synthesized flop and latch total: 26
- Top post-synthesis cells by count: 26 x dfxtp_1, 19 x or2_1, 4 x nand4_1, 4 x nor2b_1
- Late-Pin Clk Latency: around 0.26 ns
- Crit path capture type: output port
- Hold depth: 1
- R2R setup slack: between 0.6 and 0.7 ns
- Crit path max fanout: 2
- Initial antenna violation count: 0
- Avg Inst Size Synth: 11.9 sq um
- Max Cap Viol: 0
- Antenna cells: 0
- Final tally of hold violations: 0
- Yosys Instances: 67
- Maximum level of the CTS H-tree: 1
- Synth cell types: 13
- Peak VDD IR: 0.000457 V
- HP Start: lfsr_reg[18]$_SDFF_PP1_
- Dominant cell type by area after synthesis: dfxtp_1
- Yosys chip area: between 700 and 800 sq um
- Skew final: roughly 0.0018 ns
- Largest net degree at the start of global routing: 27
- Ports: 8
- Synth Seq Share: 65.5%
- Global route overflow: 0
- Yosys top cell by instances: dfxtp_1
- Vias in the first global route: 453
- Number of flops mapped to enable cells by yosys: 0
- Max-slew violations: 0
- Tool warnings: 27
- Worst Hold Class: reg -> reg
- Run status: complete, but fails checks
- ANT nets after route: 0
- Final setup violation count: 1
- Max_slew headroom: between 80 and 90%
- Mapped cell area: 795 sq um
- Worst r2r path cells: 2
- Finished Cell Area: 0.00103 sq mm
- Die Ht: slightly below 100 um
- Post-layout minimum cycle time: 1.83 ns
- Post-synth ARST share: 0%
==> cell families after synthesis <==
kind of cell	share of synthesized area, %
simple gates	27.4
flops	65.5
buf+inv	0.945
compound gates	4.57
fa+ha+maj	1.57
==> placed cells by master (no fill, tap or decap) <==
cell type,count
or2_1,19
ha_2,1
nand2_1,1
nor3_2,1
or4_4,1
dfxtp_2,2
buf_2,1
a211o_1,3
nand3_1,1
a211o_2,1
or2_2,3
nand4_1,4
clkbuf_8,4
dfxtp_1,24
buf_4,4
nor2b_1,4
clkdlybuf4s50_1,6
==> final cells by class <==
cell class,count,share of cell area (%)
well taps,72,8.73
clock buffers,4,5.33
flip-flops and latches,26,50.7
repair buffers,11,9.21
multi-input cells,39,26.1
==> repair_timing <==
item                       4_1_cts  5_1_grt
setup endpoints to repair        1        1
buffers inserted                 0        0
gates cloned                     0        0
gates resized                    5        1
pin swaps                        3        3
==> stage by stage <==
step	total power, uW	instances
after global routing	1240	152
after floorplan	742	67
after global placement	774	148
after detailed placement	773	148
final	1180	152
after CTS	1200	152
==> worst max path at each step <==
stage	to	startpoint	cells after the start
CTS	rollover	lfsr_reg[0]$_SDFF_PP1_	5
global route	rollover	lfsr_reg[1]$_SDFF_PP1_	5
finish	rollover	lfsr_reg[13]$_SDFF_PP1_	4
==> where the power goes <==
group          total (uW)  switching (uW)  internal [uW]
Sequential            705            4.43            701
Combinational        48.7            18.8           30.0
Clock                 431             197            234
==> worst max-delay path, stage by stage (launching register included) <==
cell	delay, ns
dfxtp_1	0.35
nand4_1	0.10
or4_4	0.54
nor3_2	0.16
buf_2	0.11
==> routing by layer <==
metal | GRT usage (%) | up-vias | wire (um)
li1 | - | 246 | -
met1 | 3.13 | 207 | 643
met2 | 3.58 | 5 | 459
met3 | 1.50 | 2 | 93
met4 | 0.451 | 0 | 13
met5 | 0 | - | 0
Power and IR drop assume default switching activity.
