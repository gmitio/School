### design/flow/design.v
module clk_enable_gen (
    input clk,
(* noprune *)    input reset,
(* noprune *)     output reg sam_clk_ena, sym_clk_ena
);
reg [4:0] counter;
always @ (posedge clk)
    if(reset)
        counter <= 4'b0000;
    else
        counter <= counter + 1'b1;
always @ * begin
    sam_clk_ena <= !counter[1] & !counter[0];
    sym_clk_ena <= !counter[3] & !counter[2] & !counter[1] & !counter[0];
end
endmodule
### design/flow/constraint.sdc
current_design clk_enable_gen

set clk_period 1.0
set clk_io_pct 0.2

create_clock -name clk0 -period $clk_period [get_ports {clk}]

set non_clock_inputs [all_inputs -no_clocks]
set_input_delay [expr $clk_period * $clk_io_pct] -clock clk0 $non_clock_inputs
set_output_delay [expr $clk_period * $clk_io_pct] -clock clk0 [all_outputs]
### design/flow/config.mk
export PLATFORM = sky130hd
export DESIGN_NAME = clk_enable_gen
export DESIGN_NICKNAME = clk_enable_gen
export VERILOG_FILES = /design/flow/design.v
export SDC_FILE = /design/flow/constraint.sdc
export NUM_CORES = 4
export LEC_CHECK = 1
export CORE_AREA = 10 10 70 70
export DIE_AREA = 0 0 80 80
### design/flow/run.sh
#!/bin/bash
# OpenROAD 26Q1-2900-gdf79404cd8, Yosys 0.63+post, stock flow scripts
make -C /OpenROAD-flow-scripts/flow DESIGN_CONFIG=/design/flow/config.mk WORK_HOME=/design/flow/orfs finish
==> results.yml <==
# synthesis and place-and-route metrics
floorplanning:
  top_level_ports: 4
  fp.dieH_um: 80
  num_rows: 21
  floorplan.core_util_pct: 5.02
  core_mm2: 0.00342
  die-width_um: 80
  chip_area_mm2: 0.00640
worst_setup_path:
  rr_endpoint: "counter[3]"
  end_kind: "primary output"
  cp_cell_sequence: "nor4_2 > buf_2"
  ff2ff_path_depth: 5
  worstSetupPathType: "flip-flop to primary output"
  critPathMaxStageDelay_ns: 0.31
  worstPathRequired_ns: 0.80
  cp_max_fo: 2
  slowest_stage: "dfxtp_1"
  reg2reg_slack_ns: -0.12
  crit_path_start_kind: "flip-flop"
  worstPathArrival_ns: 0.94
  timing.rr.start: "counter[0]"
finish:
  area_growth_syn_to_layout_pct: 128
  register_area_um2: 82.6
  largest_reg_flops: 4
  largest_registers: "counter x4"
  drive_gt1_share_pct: 71.0
  final_core_util_pct: 11.5
  fillCellCount: 403
  top_register: "counter"
  final-comb-area_um2: 128
synthesis:
  yosys.cell_count.top_type: "dfxtp_1"
  ys_seq_share_pct: 46.7
  synth.distinct_cells: 9
  edf_count: 0
  synth-seq-cells: 4
  ys.flop_type: "dfxtp_1"
  netlist_instances: 17
  async_reset_ff_share_pct: 0
  yosys-top-cells-count: "dfxtp_1, nor2_1, ha_1, inv_1, nor2b_1"
  syn_area_per_cell_um2: 10.1
  synth_warnings: 1
  yosysChipArea_um2: 171
  top_cells_by_area: "dfxtp_1, ha_1, mux2_4"
  syn_area_um2: 171
  yosysCellCount: 17
  top_area_share_pct: 46.7
  top_area_cell: "dfxtp_1"
routing:
  avgRoutedWirePerCell_um: 5.73
  highest_layer: "met3"
  via_count: 158
  first_pass_iters: 1
  drc: 0
  diodes: 0
  viasPerCell: 2.05
  routed_wl_um: 441
  met2WireLength_um: 166
  postRouteAntennaNets: 0
  drt_iter0_drc: 0
  wl_met1_um: 220
  met3_length_um: 54
sta:
  finalCritPeriodShare_pct: 114
  maxSlewHeadroom_pct: 87.5
  grt_setup_unrepaired: "yes"
  fin_crit_ns: 1.14
  hold_viol: 0
  tightest_slew_ns: 0.185
  hold_slack_ns: 0.648
  maxSlewViolCount: 0
  fmax_mhz: 880
  setup_ws_ns: -0.136
  skew_ns: 0.00160
  setup_viol: 4
global_route:
  grt_start_max_net_pins: 4
  grt_overflow: 0
  grt_pass1_wl_um: 800
  grt_pass1_vias: 170
  grt_use_total_pct: 1.55
  antenna_found_initial: 0
power_and_ir_drop:
  ir_drop_uv: 638
  power_density_mw_per_mm2: 1250
  power_mw: 0.491
  leakagePower_nw: 0.151
run:
  max_cap_viol_count: 0
  warnings: 28
cts:
  clkTransAtPathRegs_ns: 0.04
  clk_latency_ns: 0.23
  numCtsBuffers: 3
  clock-root-buffer: "clkbuf_4"
  cts_tree: "done"
  numClockSinks: 4
  cts_hold_buf: 0
  clockBufferDepth: 2
  htree_levels: 1
place:
  place_congestion: 0.703
  portBuffers: 3
  pre_cts_slack_ns: -0.355
min_path:
  hold_start: "counter[2]"
  holdPathStages: 3
  hold_path_class: "flip-flop to flip-flop"
  min_to: "counter[2]"
outcome:
  status: "complete, but fails checks"
  violations: "negative setup slack"
==> layout make-up <==
cell class                 instances  share of cell area (%)
sequential                         4                    21.1
clock buffer                       3                    5.75
multi-input combinational         11                    32.6
timing repair buffer              11                    24.0
tap                               46                    14.7
inverter                           2                    1.92
==> power by group <==
group,switching (mW),internal [mW],leakage (nW),total (mW)
clock,0.0649,0.134,0.0138,0.199
sequential,0.00905,0.173,0.0334,0.182
combinational,0.0402,0.0697,0.104,0.110
==> metal layers <==
layer	up-vias	GRT usage, %
met3	0	1.25
met2	6	1.69
li1	82	-
met1	70	2.14
met4	0	0.528
met5	-	0
==> cell usage in the layout (no fill, tap or decap), drive strengths merged <==
cell type	count
buf	10
clkbuf	3
clkdlybuf4s50	1
dfxtp	4
ha	2
inv	2
mux2	1
nand3	1
nor2	3
nor2b	2
nor4	1
xnor2	1
==> worst max-delay path: cells and delay by family, from the launching register on <==
family                 cells  cell delay (ns)
DFF                        1             0.31
and+or+nand+nor            1             0.25
buffers and inverters      1             0.14
==> worst max path at each step <==
stage,start,to,slack [ns],depth (start not counted)
6_report,counter[2],sym_clk_ena,-0.14,2
5_1_grt,counter[0],counter[2],-0.19,6
4_1_cts,counter[2],sym_clk_ena,-0.17,2
==> what timing repair did <==
action,in CTS,in global routing
resized,15,4
endpoints found under the setup margin,2,4
setup buffers,1,2
pin swaps,2,3
==> stage by stage <==
step | instance area (um2) | setup TNS (ns) | std cells
after floorplan | 171 | 0 | 17
after global placement | 297 | -0.798 | 71
after detailed placement | 297 | -0.761 | 71
after CTS | 350 | -0.341 | 75
after global routing | 392 | -0.715 | 77
final | 392 | -0.515 | 77
==> cells by family (layout without fill, tap and decap cells) <==
kind of cell,Yosys count,in the layout,share of synthesized area [%]
buffers and inverters,2,16,4.38
muxes,1,1,8.76
xor gates and xnor gates,1,1,5.11
and+or+nand+nor,7,7,20.4
DFF,4,4,46.7
adders and majority gates,2,2,14.6
Power is estimated from default activity; no workload was simulated.
