### design.v
module shared_multiplier (
    input clk,
    input reset,
    input signed [17:0] x1, x2, x3, x4,
    input signed [17:0] b1, b2, b3, b4,
    output reg signed [35:0] y1, y2, y3, y4
);
reg [1:0] counter;
always @ (posedge clk)
    if (reset)
        counter <= 2'd3;
    else
        counter <= counter + 1'b1;
reg signed [17:0] x_int, b_int;
reg signed [35:0] y_int;
always @ *
    case (counter)
        2'd0: x_int <= x1;
        2'd1: x_int <= x2;
        2'd2: x_int <= x3;
        2'd3: x_int <= x4;
    endcase
always @ *
    case (counter)
        2'd0: b_int <= b1;
        2'd1: b_int <= b2;
        2'd2: b_int <= b3;
        2'd3: b_int <= b4;
    endcase
always @ *
    y_int <= x_int * b_int;
reg signed [35:0] y1t, y2t, y3t;
always @ (posedge clk)
    if (reset) begin
        y1t <= 1'b0; y2t <= 1'b0; y3t <= 1'b0; y4 <= 1'b0;
    end else
        case (counter)
            2'd0: y1t <= y_int;
            2'd1: y2t <= y_int;
            2'd2: y3t <= y_int;
            2'd3: y4 <= y_int;
        endcase
always @ (posedge clk)
    if (reset) begin
        y1 <= 1'b0; y2 <= 1'b0; y3 <= 1'b0;
    end else if (counter == 2'd3) begin
        y1 <= y1t; y2 <= y2t; y3 <= y3t;
    end
endmodule
module matched_filter_grm011 (
    input clk,
    input reset,
    input sam_clk_ena,  
    input sym_clk_ena,  
    input signed [17:0] x_in,  
    output reg signed [17:0] y  
);
integer i;
parameter N = 113;
parameter N_2 = 57;
wire signed [17:0] b[N_2-1:0];
reg signed [17:0] x[N-1:0];
assign b[0] = -18'sd92;
assign b[1] = -18'sd4;
assign b[2] = 18'sd95;
assign b[3] = 18'sd132;
assign b[4] = 18'sd77;
assign b[5] = -18'sd38;
assign b[6] = -18'sd131;
assign b[7] = -18'sd134;
assign b[8] = -18'sd41;
assign b[9] = 18'sd86;
assign b[10] = 18'sd153;
assign b[11] = 18'sd109;
assign b[12] = -18'sd18;
assign b[13] = -18'sd135;
assign b[14] = -18'sd151;
assign b[15] = -18'sd48;
assign b[16] = 18'sd100;
assign b[17] = 18'sd176;
assign b[18] = 18'sd110;
assign b[19] = -18'sd59;
assign b[20] = -18'sd203;
assign b[21] = -18'sd197;
assign b[22] = -18'sd18;
assign b[23] = 18'sd218;
assign b[24] = 18'sd325;
assign b[25] = 18'sd185;
assign b[26] = -18'sd144;
assign b[27] = -18'sd440;
assign b[28] = -18'sd459;
assign b[29] = -18'sd122;
assign b[30] = 18'sd395;
assign b[31] = 18'sd735;
assign b[32] = 18'sd600;
assign b[33] = -18'sd17;
assign b[34] = -18'sd766;
assign b[35] = -18'sd1123;
assign b[36] = -18'sd739;
assign b[37] = 18'sd269;
assign b[38] = 18'sd1309;
assign b[39] = 18'sd1639;
assign b[40] = 18'sd867;
assign b[41] = -18'sd701;
assign b[42] = -18'sd2129;
assign b[43] = -18'sd2372;
assign b[44] = -18'sd977;
assign b[45] = 18'sd1470;
assign b[46] = 18'sd3507;
assign b[47] = 18'sd3580;
assign b[48] = 18'sd1061;
assign b[49] = -18'sd3085;
assign b[50] = -18'sd6479;
assign b[51] = -18'sd6374;
assign b[52] = -18'sd1114;
assign b[53] = 18'sd8765;
assign b[54] = 18'sd20434;
assign b[55] = 18'sd29832;
assign b[56] = 18'sd33428;
always @ (posedge clk)
    if (reset)
        for (i = 0; i < N; i = i + 1)
            x[i] <= 18'b0;
    else if (sam_clk_ena) begin
        x[0] <= x_in;
        for (i = 1; i < N; i = i + 1)
            x[i] <= x[i-1];
    end
reg signed [17:0] mult_in[N_2-1:0];
always @ *
    for (i = 0; i < N_2; i = i + 1)
        if (i != N-i-1)
            mult_in[i] <= x[i] + x[N-i-1];
        else
            mult_in[i] <= x[i];
 reg signed [35:0] mult_out[N_2-1:0];
 always @ (posedge clk)
     for (i = 0; i < N_2; i = i + 1)
         if (reset)
             mult_out[i] <= 36'b0;
         else if (sam_clk_ena)
             mult_out[i] <= mult_in[i] * b[i];
reg signed [35:0] sum_level_0[28:0];
always @ (posedge clk) begin
    for (i = 0; i < 28; i = i + 1)
        if (reset)
            sum_level_0[i] <= 36'b0;
        else if (sam_clk_ena)
            sum_level_0[i] <= mult_out[i] + mult_out[i+28];
    if (reset)
        sum_level_0[28] <= 36'b0;
    else if (sam_clk_ena)
        sum_level_0[28] <= mult_out[56];
end
reg signed [35:0] sum_level_1[14:0];
always @ (posedge clk) begin
    for (i = 0; i < 14; i = i + 1)
        if (reset)
            sum_level_1[i] <= 36'b0;
        else if (sam_clk_ena)
            sum_level_1[i] <= sum_level_0[i] + sum_level_0[i+14];
    if (reset)
        sum_level_1[14] <= 36'b0;
    else if (sam_clk_ena)
        sum_level_1[14] <= sum_level_0[28];
end
reg signed [35:0] sum_level_2[7:0];
always @ (posedge clk) begin
    for (i = 0; i < 7; i = i + 1)
        if (reset)
            sum_level_2[i] <= 36'b0;
        else if (sam_clk_ena)
            sum_level_2[i] <= sum_level_1[i] + sum_level_1[i+7];
    if (reset)
        sum_level_2[7] <= 36'b0;
    else if (sam_clk_ena)
        sum_level_2[7] <= sum_level_1[14];
end
reg signed [35:0] sum_level_3[3:0];
always @ (posedge clk) begin
    for (i = 0; i < 4; i = i + 1)
        if (reset)
            sum_level_3[i] <= 36'b0;
        else if (sam_clk_ena)
            sum_level_3[i] <= sum_level_2[i] + sum_level_2[i+4];
end
reg signed [35:0] sum_level_4[1:0];
always @ (posedge clk) begin
    for (i = 0; i < 2; i = i + 1)
        if (reset)
            sum_level_4[i] <= 36'b0;
        else if (sam_clk_ena)
            sum_level_4[i] <= sum_level_3[i] + sum_level_3[i+2];
end
reg signed [35:0] sum_level_5[0:0];
always @ (posedge clk) begin
    for (i = 0; i < 1; i = i + 1)
        if (reset)
            sum_level_5[i] <= 36'b0;
        else if (sam_clk_ena)
            sum_level_5[i] <= sum_level_4[i] + sum_level_4[i+1];
end
always @ *
    y <= sum_level_5[0][34:17];
endmodule
### run.sh
#!/bin/bash
# OpenROAD 26Q1-2900-gdf79404cd8, Yosys 0.63+post, stock flow scripts
make -C /OpenROAD-flow-scripts/flow DESIGN_CONFIG=/design/flow/config.mk WORK_HOME=/design/flow/orfs finish
### config.mk
export PLATFORM = sky130hd
export DESIGN_NAME = shared_multiplier
export DESIGN_NICKNAME = shared_multiplier
export VERILOG_FILES = /design/flow/design.v
export SDC_FILE = /design/flow/constraint.sdc
export NUM_CORES = 4
export LEC_CHECK = 1
export CORE_UTILIZATION = 50
### constraint.sdc
current_design shared_multiplier

set clk_period 22.6
set clk_io_pct 0.2

create_clock -name clk0 -period $clk_period [get_ports {clk}]

set non_clock_inputs [all_inputs -no_clocks]
set_input_delay [expr $clk_period * $clk_io_pct] -clock clk0 $non_clock_inputs
set_output_delay [expr $clk_period * $clk_io_pct] -clock clk0 [all_outputs]
==> reports/metrics.csv <==
stage,metric,value,unit
grt,antenna violations before repair,1,
logic_synthesis,Post-Synthesis Cells,2445,
clocking,CTS tree,done,
final_timing,TNS Setup,0,ns
final_timing,endpoints failing setup,0,
logic_synthesis,largest area contributor in the netlist,fa_1,
finish,area grow syn2layout,20.0,%
flow_run,count of tool warnings,31,
clocking,clock tree sinks,254,
die,Rows,77,
final_timing,Fmax,86.4,MHz
finish,Gate Area,15200,um^2
logic_synthesis,Synth top cell by count,inv_1,
grt,largest net degree at the start of global routing,128,
logic_synthesis,Post-synth ARST share,0,%
logic_synthesis,count of library flops with an enable pin,0,
logic_synthesis,flop and latch count out of synthesis,254,
routing,Routed Antenna Nets,0,
logic_synthesis,share of the synthesized area in the top cell type,29.5,%
clocking,H-tree Lvls,1,
grt,first-pass GRT wire length,98400,um
logic_synthesis,Post-synth seq share,22.8,%
routing,DR vias,16900,
die,FP Util,50.5,%
routing,vias per std cell,5.11,
die,Top Ports,290,
worst_hold_path,Hold WC Path Type,reg -> reg,
place,routability cong.,1.06,
routing,Pre-antenna DRT Iters,5,
grt,gr usage total,30.5,%
final_timing,Worst Max-Slew Pin Slew,0.806,ns
logic_synthesis,Largest cells by area,"fa_1, dfxtp_1, mux2i_1",
setup_path,Worst EP required,22.99,ns
logic_synthesis,Unique masters post-synth,64,
clocking,clk latency of the worst-skew pair,0.54,ns
clocking,cts hold-fix bufs,0,
final_timing,final hold violations,0,
final_timing,pins over their slew limit,0,
clocking,post-CTS sizing,0,
clocking,CTS Buffer Depth,3,
final_timing,Worst Skew,0.0195,ns
die,die width,213,um
final_timing,crit path time final,11.57,ns
setup_path,Setup crit end kind,flop,
clocking,Worst-path clk slew,0.07,ns
clocking,Clock Tree Root,clkbuf_16,
die,Die H,213,um
logic_synthesis,yosys cell count,2445,
finish,post-route core utilization,60.6,%
logic_synthesis,Mapped Area,22300,um^2
clocking,setup bufs post-CTS,0,
run_status,status,completed,
logic_synthesis,Mean Syn Cell Area,9.12,um^2
final_timing,hold slack,0.476,ns
routing,drt initial violations,743,
finish,layout cell share with drive strength beyond 1,5.20,%
setup_path,Startpoint Class,input pin,
setup_path,worst setup path class,in -> reg,
setup_path,CP arrival,11.96,ns
grt,vias in the first global route,17500,
die,chip area,45400,um^2
place,DPL Wire Length,49300,um
logic_synthesis,yosys warns,1,
final_timing,Worst slew margin,44.8,%
logic_synthesis,Main synth FF type,dfxtp_1,
logic_synthesis,YS chip area,22300,um^2
place,# port buffers,289,
logic_synthesis,top cells by count,"inv_1, nor2_1, fa_1",
setup_path,CP max FO,10,
flow_run,max_cap viols,0,
clocking,CTS Buf Count,26,
finish,# fillers,3754,
routing,Routed WL per cell,18.9,um
die,core box area,44100,um^2
routing,DRC,0,
final_timing,RSZ-0062 raised after global routing,false,
grt,GRT overflow,0,
routing,Total Routed Length,62400,um
final_timing,Tcrit/Tclk final,51.2,%
finish,Seq. cell area,5080,um^2
-- layout make-up --
class                           instances  share of cell area, %
Multi-Input combinational cell       1661                   56.9
Sequential cell                       254                   19.0
Timing Repair Buffer                  335                   12.1
Inverter                              415                   5.83
Clock buffer                           37                   2.85
Tap cell                              592                   2.77
Clock inverter                         11                  0.491
Antenna cell                            1                0.00935
-- path summary, 6_finish.rpt --
check                             start                    to  slack, ns  depth (start not counted)
setup reg to reg  counter[0]$_SDFF_PP1_   y4[35]$_SDFFE_PP0N_      13.64                         27
setup / recovery                 x2[17]   y4[35]$_SDFFE_PP0N_      11.03                         26
hold / removal     y1t[30]$_SDFFE_PP0N_  y1t[30]$_SDFFE_PP0N_       0.48                          2
hold reg to reg    y1t[30]$_SDFFE_PP0N_  y1t[30]$_SDFFE_PP0N_       0.48                          2
-- metrics by stage --
step,std cells,area (um^2),worst slack (ns)
floorplan,2445,22300,11.63
global placement,3257,25900,10.68
detailed placement,3257,25900,10.51
CTS,3305,26800,11.05
global route,3306,26800,10.53
finish,3306,26800,11.03
-- metal layers --
layer | global-route usage, % | part of all wire [%] | up-vias
met5 | 0.667 | 0.059 | -
li1 | - | - | 8139
met2 | 42.7 | 43 | 645
met4 | 4.98 | 1.9 | 2
met1 | 46.7 | 44 | 8038
met3 | 14.1 | 12 | 70
-- worst max-delay path, cell delays in order --
cell	delay (ns)
clkdlybuf4s50_1	0.40
a22oi_1	0.18
nand2_1	0.11
mux2_2	0.37
nand2_1	0.16
inv_1	0.11
fa_1	0.65
fa_1	0.49
ha_1	0.47
inv_1	0.23
fa_1	0.53
inv_1	0.06
fa_1	0.54
inv_1	0.05
fa_1	0.48
inv_1	0.05
ha_1	0.39
o21ai_0	0.19
nand2b_1	0.22
a31o_2	0.29
a21oi_1	0.16
o21ai_0	0.13
o21bai_1	0.24
and4_1	0.25
nor3_1	0.53
o22ai_1	0.17
-- cells by family (layout without fill, tap and decap cells) --
family / count (synthesis) / after routing / share of synthesized area, %
AOI/OAI and AO/OA: 182 / 182 / 5.86
adders and majority gates: 427 / 427 / 35.0
xor gates and xnor gates: 30 / 30 / 1.18
muxes: 272 / 272 / 12.4
and+or+nand+nor: 750 / 750 / 13.7
buffers and inverters: 530 / 798 / 9.04
DFF: 254 / 254 / 22.8
other: 0 / 1 / 0
-- placed cells by master, fill, tap and decap left out, types with 8 or more instances in the layout --
| cell type | n |
|---|---|
| inv_1 | 414 |
| clkbuf_8 | 8 |
| clkbuf_16 | 26 |
| nand3_1 | 23 |
| a31oi_1 | 9 |
| nand2_1 | 250 |
| fa_1 | 329 |
| a21oi_1 | 32 |
| a21o_1 | 8 |
| nor3b_1 | 12 |
| ha_1 | 94 |
| buf_4 | 46 |
| a22oi_1 | 30 |
| o22ai_1 | 16 |
| nor2_1 | 400 |
| dfxtp_1 | 254 |
| o21ai_0 | 17 |
| mux2i_1 | 243 |
| clkdlybuf4s50_1 | 288 |
| mux2_2 | 29 |
| nand2b_1 | 21 |
| xnor2_1 | 23 |
-- state kept, by name, summed over array words and instances (netlist names) --
register and count:
y3 36, y2t 36, y2 36, y1 36, y3t 36, counter 2
y1t 36, y4 36
